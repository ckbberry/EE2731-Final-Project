File: flow/design.v
`timescale 1ns / 1ps
module Elevator_top(
    input One,
    input Two,
    input Three,
    input Four,
    input Clk,
    input Open,
	 input Resetn,
    output First,
    output Second,
    output Third,
    output Fourth,
    output Door
    );
	 parameter A = 5'b00000, B = 5'b00001, C = 5'b00010, D = 5'b00011, E = 5'b00100, F = 5'b00101,
	 G = 5'b00110, H = 5'b00111, I = 5'b01000, J = 5'b01001, K = 5'b01010, L = 5'b01011, M = 5'b01100, N = 5'b01101,
	 O = 5'b01110, P = 5'b01111, Q = 5'b10000, R = 5'b10001, S = 5'b10010, T = 5'b10011 ;
   (* FSM_ENCODING="SEQUNTIAL", SAFE_IMPLEMENTATION="NO" *) reg [4:0] state = A;
   always@(posedge Clk)
      if (Resetn) begin
         state <= A;
      end
      else
         (* FULL_CASE, PARALLEL_CASE *) case (state)
				A : begin
               if (One)
                  state <= B;
               else if (Two | Three | Four)
                  state <= F;
               else
                  state <= A;
            end
				B : begin
               state <= C;
            end
				C : begin
               state <= D;
            end
				D : begin
               state <= E;
            end
				E : begin
               if (Open)
						state <= B;
					else
						state <= A;
            end
				F : begin
               if (Two)
                  state <= G;
               else if (Three | Four)
                  state <= K;
					else if (One)
                  state <= A;
               else
                  state <= F;
            end
				G : begin
               state <= H;
            end
				H : begin
               state <= I;
            end
				I : begin
               state <= J;
            end
				J : begin
               if (Open)
						state <= G;
					else
						state <= F;
            end
				K : begin
               if (Three)
                  state <= L;
               else if (Four)
                  state <= P;
					else if (One | Two)
                  state <= F;
               else
                  state <= K;
            end
				L : begin
               state <= M;
            end
				M : begin
               state <= N;
            end
				N : begin
               state <= O;
            end
				O : begin
               if (Open)
						state <= L;
					else
						state <= K;
            end
				P : begin
               if (Four)
                  state <= Q;
               else if (Two | Three | One)
                  state <= K;
               else
                  state <= P;
            end
				Q : begin
               state <= R;
            end
				R : begin
               state <= S;
            end
				S : begin
               state <= T;
            end
				T : begin
               if (Open)
						state <= Q;
					else
						state <= P;
            end
         endcase
   assign First = (state == A|state == B| state == C| state == D| state == E);
   assign Second = (state == F| state == G | state == H| state == I| state == J);
	assign Third = (state == K | state == L | state == M | state == N|state == O);
   assign Fourth = (state == P| state == Q| state == R| state == S| state == T);
	assign Door = (state == B| state == C| state == D|state == E|state == G|
	               state == H| state == I| state == J| state == L| state == M|
						state == N| state == O| state == Q| state == R| state == S|state == T);
endmodule
File: flow/run.sh
#!/bin/bash
# OpenROAD 26Q1-2900-gdf79404cd8, Yosys 0.63+post, stock flow scripts
make -C /OpenROAD-flow-scripts/flow DESIGN_CONFIG=/design/flow/config.mk WORK_HOME=/design/flow/orfs finish
File: flow/config.mk
export PLATFORM = sky130hd
export DESIGN_NAME = Elevator_top
export DESIGN_NICKNAME = Elevator_top
export VERILOG_FILES = /design/flow/design.v
export SDC_FILE = /design/flow/constraint.sdc
export NUM_CORES = 4
export LEC_CHECK = 1
export CORE_AREA = 10 10 70 70
export DIE_AREA = 0 0 80 80
File: flow/constraint.sdc
current_design Elevator_top

set clk_period 2.1
set clk_io_pct 0.2

create_clock -name clk0 -period $clk_period [get_ports {Clk}]

set non_clock_inputs [all_inputs -no_clocks]
set_input_delay [expr $clk_period * $clk_io_pct] -clock clk0 $non_clock_inputs
set_output_delay [expr $clk_period * $clk_io_pct] -clock clk0 [all_outputs]
==> run notes <==
flow finished, numbers: Async SR Flop Fraction 0%, Layout area overhead 33.0%, Root Buffer clkbuf_4, Worst path max stage delay ~0.47 ns, critical path required time 1.68 ns, port bufs 11, Simple Share, Synth 34.1%, Main logic family AND-OR/OR-AND gates, Internal Dissipation 0.000513 W, Hold-fix buffers, CTS 0, Setup Skew roughly 0.0029 ns, First-pass DRT Iterations 4, n_diodes 0, synthesized area per cell roughly 6.8 um2, setup bufs post-CTS 0, Setup Viol. Count Final 0, H-tree Lvls 1, switching power of the nets between 0.0004 and 0.0005 W, Largest register FFs 5, core area 3420 um2, Sw Ratio 44.2%, number of fill cells 384, routability cong. ~0.94, fa+ha+maj area frac 0%, Die Width about 80 um, Yosys chip area about 690 um2, Floorplan Utilization roughly a fifth, cell type with the largest total area dfxtp_1, Inst Count DP ~160, Cell area leaders dfxtp_1 14%, nor2_1 7.6%, a21oi_1 6.5%, Late-Pin Clk Latency ~0.25 ns, Max-Cap Viols 0, vias in the first global route just over 800, GRT Util Overall under 10%, EDFF count, synth 0, total wire length 2170 um, via count a little under 900, element type at the critical path end primary output, Synth Seq Share approximately 14%, Min-Delay Path Class flop to flop, largest net degree at the start of global routing 16, fin crit share approximately 95%, post-route ant nets 0, WL/cell 13.3 um, Main synth FF type dfxtp_1, Arrival @ worst endpoint between 1.5 and 2 ns, XORs/XNORs by Area 0%, I/O pin total 12, Sink Count 5, Largest regs state x5, ao+oa area frac 37.5%, initial DRC count 36, clock power share 12.8%, Logic pwr share 66.2%, clk slew on worst S/H paths roughly 0.05 ns, DIE HEIGHT 80 um, synth warn 1, CTS tree yes, CTS buffer count 3, Fin Hold WS around 0.64 ns, die area ~6400 um2, crit path launch type flop, area of the mapped netlist about 690 um2, mux frac, synth approximately 4.3%, status complete, no violations, pwr dens roughly 1000 nW/um2, fraction of layout cells with a size suffix above 1 about a fifth, Finished Layout Cells between 150 and 200, Post-Syn Instances 102, crit path buf inv count 1, vias per cell about 5.4, gr ovfl total 0, Cell Chain, Critical Path and3_1, a22o_1, clkdlybuf4s50_1, initial antenna violation count 0, post-synth top area share 14.4%, Seq cells post-synth 5, drc violations 0, Max Freq about 0.5 GHz, Slowest cell on crit path clkdlybuf4s50_1, Max VDD drop between 0.4 and 0.5 mV, post-synth cell types 41, kind of critical path flop to primary output, yosys cell count approximately 100, stage-log warning count 25, Crit Path Max Fanout 5, Leakage 0.302 nW, Largest Register state, hold violation total from the final report 0, Slew @ Worst Pin around 0.42 ns, cell family with most CP delay buffers and inverters, final core utilization a little over a quarter, Synth top cell by count nor2_1, r2r setup slk 0.55 ns, Worst slew margin ~72%, post-layout min period about 2.0 ns, sequential share of power about a fifth, Post-synth top cells 14 x nor2_1, 9 x a21oi_1, 9 x nor3_1, 8 x buf_2, 6 x o21ai_0, first-pass GRT wire length approximately 3600 um, CTS max path bufs 2, Final Max Slew Viols 0, dpl hpwl about 1600 um, Rows 21
==> placed cells by master (no fill, tap or decap), types with 2 or more instances in the layout <==
| cell type | instances |
|---|---|
| dfxtp_2 | 2 |
| a21oi_1 | 9 |
| nand3_1 | 2 |
| clkdlybuf4s50_1 | 11 |
| inv_1 | 3 |
| nand2b_1 | 2 |
| o31ai_1 | 2 |
| nor2b_1 | 2 |
| dfxtp_4 | 2 |
| o211ai_1 | 2 |
| nor2_1 | 13 |
| nand2_1 | 4 |
| buf_4 | 10 |
| mux2i_1 | 3 |
| a221oi_1 | 2 |
| o311ai_0 | 2 |
| clkbuf_4 | 3 |
| o21ai_0 | 6 |
| o22ai_1 | 2 |
| nor3_1 | 9 |
==> tightest hold or removal path: stages, from the launching register on <==
cell	delay (ns)
dfxtp_4	0.39
nor2b_1	0.08
o311ai_1	0.07
a21oi_1	0.06
==> layout make-up <==
type	instances	area, um2	area share, %
sequential	5	110	11.9
timing repair buffer	21	185	20.1
inverter	3	11.3	1.22
multi-input combinational	84	532	57.7
tap	46	57.6	6.24
clock buffer	4	26.3	2.85
==> stage by stage <==
stage                     instance area, um2  worst slack [ns]   TNS, ns  power [W]
final                                    922             0.106         0   0.000920
after global routing                     922          -0.00322  -0.00322    0.00101
after CTS                                913           0.00518         0   0.000908
after detailed placement                 881            0.0440         0   0.000779
after global placement                   881            0.0828         0   0.000779
after floorplan                          693             0.677         0   0.000560
==> power groups by stage <==
stage / combinational [W] / clock, W / sequential [W]
finish: 0.000609 / 0.000117 / 0.000193
global route: 0.000677 / 0.000128 / 0.000200
CTS: 0.000599 / 0.000122 / 0.000187
==> repair_timing <==
action                                  in CTS  in global routing
pin swaps                                    0                  0
cloned                                       0                  0
endpoints found under the setup margin       3                  4
resized                                      4                  4
==> cell families (layout without fill, tap and decap cells) <==
group / Yosys count / after routing
buf+inv: 13 / 28
compound gates: 37 / 37
mux: 3 / 3
flops: 5 / 5
simple gates: 44 / 44
==> metal layers <==
metal | GRT usage [%] | share of wire (%) | wire length [um]
met5 | 0 | 0 | 0
met4 | 2.29 | 3.2 | 69
met3 | 1.70 | 10 | 218
met2 | 9.87 | 44 | 942
met1 | 9.11 | 43 | 935
==> worst paths after layout <==
kind,from,end,cells past startpoint
setup / recovery,state[0],Fourth,3
hold / removal,state[4],state[3],3
setup reg to reg,state[3],state[1],5
hold reg to reg,state[4],state[3],3
Power figures rest on the tool's default switching activity, not on a simulated workload.
